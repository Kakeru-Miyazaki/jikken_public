`flow/design.v`:
```
`timescale 1ns / 1ps
module rippleadder4bit (
    input wire [3:0]inA,
    input wire [3:0]inB,
    output wire [3:0]s,
    output wire cout
);
    wire [4:0]c;
    assign c[0]=1'b0;
    generate 
        genvar i;
        for (i=0;i<4;i=i+1) begin
            fulladder fulladder(
                .inA(inA[i]),
                .inB(inB[i]),
                .cin(c[i]),
                .s(s[i]),
                .c(c[i+1])
            );
        end
    endgenerate
    assign cout = c[4];
endmodule
`timescale 1ns / 1ps
module fulladder (
    input wire inA,
    input wire inB,
    input wire cin,
    output wire s,
    output wire c
);
    wire stmp;
    wire ctmp;
    wire ctmp2;
    halfadder halfadder_0 (
        .inA(inA),
        .inB(inB),
        .s(stmp),
        .c(ctmp)
    );
    halfadder halfadder_1 (
        .inA(stmp),
        .inB(cin),
        .s(s),
        .c(ctmp2)
    );
    assign c=ctmp|ctmp2;
endmodule
`timescale 1ns / 1ps
module halfadder (
    input wire inA,
    input wire inB,
    output wire s,
    output wire c
);
    assign s = (inA^inB);
    assign c = (inA & inB);
endmodule
`timescale 1ns / 1ps
module overflow (
    input wire [3:0]inA,
    input wire [3:0]inB,
    output wire [4:0]s1,
    output wire [3:0]s2,
    output wire cout
);
    assign s1 = inA+inB;
    rippleadder4bit rippleadder4bit(
        .inA(inA),
        .inB(inB),
        .s(s2),
        .cout(cout)
    );
endmodule
```
`flow/run.sh`:
```
#!/bin/bash
# OpenROAD 26Q1-2900-gdf79404cd8, Yosys 0.63+post, stock flow scripts
make -C /OpenROAD-flow-scripts/flow DESIGN_CONFIG=/design/flow/config.mk WORK_HOME=/design/flow/orfs finish
```
`flow/config.mk`:
```
export PLATFORM = sky130hd
export DESIGN_NAME = overflow
export DESIGN_NICKNAME = overflow
export VERILOG_FILES = /design/flow/design.v
export SDC_FILE = /design/flow/constraint.sdc
export NUM_CORES = 4
export LEC_CHECK = 1
export CORE_AREA = 10 10 70 70
export DIE_AREA = 0 0 80 80
```
`flow/constraint.sdc`:
```
current_design overflow

set clk_period 2.5
set clk_io_pct 0.2

create_clock -name clk0 -period $clk_period

set non_clock_inputs [all_inputs -no_clocks]
set_input_delay [expr $clk_period * $clk_io_pct] -clock clk0 $non_clock_inputs
set_output_delay [expr $clk_period * $clk_io_pct] -clock clk0 [all_outputs]
```
==> flow_summary.yaml <==
# synthesis and place-and-route metrics
route:
  wl_um: 672
  n_antenna_cell: 0
  drc: 0
  dr.pass1.iters: 2
  vias: 193
  wl_met3_um: 74
  drtIter0Drc: 3
  vias_per_cell: 2.325
  top_layer: "met3"
  wl_per_cell_um: 8.096
  drtAntennaViolNets: 0
  met2_length_um: 186
  wl_met1_um: 411
power:
  report.power.total_w: 0.00009040
  pwr-share-seq: 0
  pwr-share-comb: 1.000
  swShare: 0.3047
  p_int_w: 0.00006286
  power_density_mw_per_mm2: 205.9
  leakage_nw: 0.2030
  vdd_drop_max_v: 0.00006480
  power.switching_w: 0.00002754
  power_frac_clock: 0
global_routing:
  grt_pass1_wl_um: 966
  grt_max_degree: 3
  overflow: 0
  antenna_found_initial: 0
  grt_pass1_vias: 203
  grt_use_total: 0.01878
final_layout:
  area.sequential_um2: 0
  nFlopsAndLatches: 0
  nClkBuffers: 0
  area.growth.synth_to_final_pct: 98.31
  layout-drive-gt1-share: 0.3514
  final_util: 0.1286
critical_path:
  crit_required_ps: 2000
  start_kind: "primary input"
  end_kind: "output pin"
  crit_end: "s1[4]"
  path_class: "primary input to output pin"
  startpoint: "inA[0]"
  cp_max_fo: 2
  cp.arrival_ps: 2130
flow_run:
  warning_count: 34
  maxCapViolations: 0
final_timing:
  layout_setup_ws_ps: -128.3
  hold_viol: 0
  period_used_share: 1.051
  slew_headroom: 0.9067
  tightestPinTransition_ps: 139.7
  fmax_mhz: 380.5
  finalSetupViolCount: 3
  slew_violations: 0
  rsz0062_at_grt: "yes"
  fin_crit_ps: 2628
placed_design:
  numPortBuffers: 18
  hpwl_um: 599.4
  gp_congestion: 0.8023
yosys:
  top_cell: "buf_4"
  synthCells: 24
  syn-cell-area_um2: 221.5
  yosys.area.top_type: "fa_1"
  netlist_logic_family_top: "adder cells"
  ys_sh_xor: 0.03955
  yosys_warnings: 0
  ys_types: 7
  simple_gate_share: 0
  yosys-top-cells-area: "fa_1 (27%), buf_4 (24%), ha_1 (23%)"
  yosys_area_um2: 221.5
  yosysTopAreaCellShare: 0.2712
  ys_sh_aoi: 0.1412
  muxShareOfSynthArea: 0
  ys_cells: 24
  top_cells_by_count: "buf_4 (7), inv_1 (5), ha_1 (4)"
  ys_seq_frac: 0
  synth_adder_area_share: 0.4972
  syn_avg_cell_area_um2: 9.228
hold_path:
  hold_path_class: "primary input to output pin"
  worst_hold_path.num_cells: 3
die:
  fp.dieW_um: 80
  fp.dieH_um: 80
  dieArea_mm2: 0.006400
  coreArea_mm2: 0.003416
  floorplan.rows: 21
  initCoreUtil: 0.06484
  ios: 18
status:
  outcome: "complete, but fails checks"
  violations: "negative setup slack"
-- worst max-delay path: stages --
cell,delay [ps]
buf_6,100
ha_4,160
fa_2,400
buf_4,140
buf_4,120
a21o_1,160
a21o_1,160
clkdlybuf4s50_1,410
-- metrics by stage --
stage	setup TNS (ps)	std cells	hold WS (ps)	cell area, µm²	setup slack (ps)
global placement	-3151	81	2068	409.1	-901.4
detailed placement	-3206	81	2075	409.1	-899.2
finish	-303.9	83	1567	439.2	-128.3
global route	-521.5	83	1608	439.2	-203.7
floorplan	0	24	1169	224.0	3.345
CTS	-314.8	82	1650	429.2	-149.5
-- power by group through the flow --
stage	registers, W	clock network [W]	logic, W
after global routing	0	0	0.000103
after CTS	0	0	0.0000908
final	0	0	0.0000904
-- how the worst min path moves through the flow --
| stage | endpoint | startpoint | slack [ps] |
|---|---|---|---|
| final | s1[2] | inB[2] | 1570 |
| after CTS | s2[0] | inA[0] | 1650 |
| after global routing | s2[2] | inB[2] | 1610 |
-- logic make-up (layout without fill, tap and decap cells) --
kind of cell	after synthesis	count (layout)
fa+ha+maj	7	7
buf+inv	12	25
compound gates	4	4
xor+xnor	1	1
-- layout make-up --
| cell class | instances | area (µm²) |
|---|---|---|
| Fill cell | 396 | 2977 |
| Timing Repair Buffer | 20 | 192.7 |
| Multi-Input combinational cell | 12 | 170.2 |
| Tap cell | 46 | 57.56 |
| Inverter | 5 | 18.77 |
-- layer usage --
| metal | vias up | global-route usage |
|---|---|---|
| met5 | - | 0 |
| met4 | 0 | 0 |
| met3 | 0 | 0.005682 |
| met2 | 17 | 0.02167 |
| met1 | 82 | 0.03271 |
| li1 | 94 | - |
-- cell usage in the layout (no fill, tap or decap), drive strengths merged --
cell	synthesis	layout
a21o	3	3
a21oi	1	1
buf	7	5
clkdlybuf4s15	0	2
clkdlybuf4s50	0	9
dlygate4sd2	0	3
dlymetal6s2s	0	1
fa	3	3
ha	4	4
inv	5	5
xnor2	1	1
-- timing repair --
item                       CTS  global route
buffers inserted             1             1
resized                     24             2
pin swaps                    5             5
hold buffers                 0             0
setup endpoints to repair    8             4
Power figures rest on the tool's default switching activity, not on a simulated workload.
